`flow/config.mk`:
```
export PLATFORM = sky130hd
export DESIGN_NAME = b_security_lock
export DESIGN_NICKNAME = b_security_lock
export VERILOG_FILES = /design/flow/design.v
export SDC_FILE = /design/flow/constraint.sdc
export NUM_CORES = 4
export LEC_CHECK = 1
export CORE_UTILIZATION = 40
```
`flow/constraint.sdc`:
```
current_design b_security_lock

set clk_period 2.7
set clk_io_pct 0.2

create_clock -name clk0 -period $clk_period [get_ports {CLOCK_50}]

set non_clock_inputs [all_inputs -no_clocks]
set_input_delay [expr $clk_period * $clk_io_pct] -clock clk0 $non_clock_inputs
set_output_delay [expr $clk_period * $clk_io_pct] -clock clk0 [all_outputs]
```
`flow/design.v`:
```
`timescale 1ns / 1ps
module LED_blinker(
    i_clk,
    i_en,
    i_reset,
    o_blink
);
    input i_clk;
    input i_en;
    input i_reset;
    output o_blink;
    reg [31:0] cnt;
    reg hz_out;
    parameter CLK_IN = 500;
    parameter FREQ_OUT = 5;
    localparam THRESHOLD = CLK_IN / (2*FREQ_OUT);
    always @ (posedge i_clk) begin
        if (i_reset) begin
            cnt <= 0;
            hz_out <= 0;
        end else begin
            if (cnt < THRESHOLD - 1) begin
                cnt <= cnt + 1;
            end else begin
                cnt <= 0;
                hz_out <= ~hz_out;
            end
        end
    end
    assign o_blink = hz_out & i_en;
endmodule
`timescale 1ns / 1ps
module b_security_lock(
    SW,
    KEY,
    CLOCK_50,
    HEX0,
    HEX1,
    HEX2,
    HEX7,
    HEX4,
    HEX6,
    LEDR,
    LEDG
);
    input [17:0] SW;
    input [3:0] KEY;
    input CLOCK_50;
    output [6:0] HEX0;
    output [6:0] HEX1;
    output [6:0] HEX2;
    output [6:0] HEX7;
    output [6:0] HEX4;
    output [6:0] HEX6;
    output [17:0] LEDR;
    output [7:0] LEDG;
    security_lock_top TOP(
        .i_digit(SW[3:0]),
        .i_confirm_getter(~KEY[0]),
        .i_confirm_FSM(~KEY[1]),
        .i_hard_reset(~KEY[3]),
        .i_switch(~KEY[2]),
        .i_enable_display(SW[4]),
        .i_clk(CLOCK_50),
        .o_LED_correct(LEDG[7]),
        .o_LED_incorrect(LEDR[0]),
        .o_trials_7seg(HEX6),
        .o_pass_7seg_0(HEX0),
        .o_pass_7seg_1(HEX1),
        .o_pass_7seg_2(HEX2),
        .o_input_7seg(HEX4),
        .o_state_7seg(HEX7)
    );
endmodule
`timescale 1ns / 1ps
module led7_decoder(
    i_en,
    i_binary,
    o_7seg
);
    input i_en;
    input [3:0] i_binary;
    output [6:0] o_7seg;
    reg [6:0] value_7seg;
    always @ (i_binary) begin
        case (i_binary)
            4'h0: value_7seg = 7'b1000000;
            4'h1: value_7seg = 7'b1111001;
            4'h2: value_7seg = 7'b0100100;
            4'h3: value_7seg = 7'b0110000;
            4'h4: value_7seg = 7'b0011001;
            4'h5: value_7seg = 7'b0010010;
            4'h6: value_7seg = 7'b0000010;
            4'h7: value_7seg = 7'b1111000;
            4'h8: value_7seg = 7'b0000000;
            4'h9: value_7seg = 7'b0010000;
            4'hA: value_7seg = 7'b0001000;
            4'hB: value_7seg = 7'b0000011;
            4'hC: value_7seg = 7'b1000110;
            4'hD: value_7seg = 7'b0100001;
            4'hE: value_7seg = 7'b0000110;
            4'hF: value_7seg = 7'b0001110;
            default: value_7seg = 7'b1111111;
        endcase
    end
    assign o_7seg = i_en ? value_7seg : 7'b1111111;
endmodule
`timescale 1ns / 1ps
module password_decoder(
    i_password,
    i_en,
    o_7seg_0,
    o_7seg_1,
    o_7seg_2
);
    input [11:0] i_password;
    input i_en;
    output [6:0] o_7seg_0;
    output [6:0] o_7seg_1;
    output [6:0] o_7seg_2;
    led7_decoder D1(
        .i_en(i_en),
        .i_binary(i_password[3:0]),
        .o_7seg(o_7seg_0)
    );
    led7_decoder D2(
        .i_en(i_en),
        .i_binary(i_password[7:4]),
        .o_7seg(o_7seg_1)
    );
    led7_decoder D3(
        .i_en(i_en),
        .i_binary(i_password[11:8]),
        .o_7seg(o_7seg_2)
    );
endmodule
`timescale 1ns / 1ps
module password_getter_sync(
    i_digit,
    i_confirm,
    i_reset,
    i_clk,
    o_password
);
    input [3:0] i_digit;
    input i_confirm;
    input i_reset;
    input i_clk;
    output reg [11:0] o_password;
    always @ (posedge i_clk) 
    begin
        if (i_reset) 
        begin
            o_password <= 12'h000;
        end 
        else 
        begin
            if (i_confirm) 
            begin
                o_password <= (o_password << 4) + i_digit;
            end
        end
    end
endmodule
`timescale 1ns / 1ps
module posedge_detector(
    i_sig,
    i_clk,
    o_pe
);
    input i_sig;
    input i_clk;
    output o_pe;
    reg sig_delayed;
    always @ (posedge i_clk) begin
        sig_delayed <= i_sig;
    end
    assign o_pe = i_sig & ~sig_delayed; 
endmodule
`timescale 1ns / 1ps
module security_lock_FSM(
    i_password,
    i_confirm,
    i_switch,
    i_reset,
    i_clk,
    o_correct,
    o_incorrect,
    o_trials,
    o_state
);
    input [11:0] i_password;
    input i_confirm;
    input i_switch;
    input i_reset;
    input i_clk;
    output reg o_correct;
    output reg o_incorrect;
    output reg [1:0] o_trials;
    output [2:0] o_state;
    reg [11:0] saved_password;
    reg [2:0] current_state;
    reg [2:0] next_state;
    reg r_correct;
    reg r_incorrect;
    reg [1:0] r_trials;
    localparam [2:0] INITIAL_SET = 3'b000;
    localparam [2:0] VERIFY = 3'b001;
    localparam [2:0] VERIFY_SUCCESS = 3'b010;
    localparam [2:0] VERIFY_FAIL = 3'b011;
    localparam [2:0] FREEZE = 3'b101;
    always @ (posedge i_clk) 
    begin
        current_state <= next_state;
        o_correct <= r_correct;
        o_incorrect <= r_incorrect;
        o_trials <= r_trials;
    end
    always @ (current_state or i_confirm or i_switch or i_reset) 
    begin
        if (i_reset) begin
            r_correct = 0;
            r_incorrect = 0;
            r_trials = 0;
            saved_password = 0;
            next_state = INITIAL_SET;
        end 
        else 
        begin
            r_correct = 0;
            r_incorrect = 0;
            r_trials = 0;
            case (current_state)
                INITIAL_SET: 
                begin
                    r_correct = 0;
                    r_incorrect = 0;
                    r_trials = 0;
                    if (i_confirm) 
                    begin
                        saved_password = i_password;
                        next_state = VERIFY;
                    end 
                    else 
                    begin
                        next_state = INITIAL_SET;
                    end
                end
                VERIFY: 
                begin
                    r_correct = o_correct;
                    r_incorrect = o_incorrect;
                    if (i_confirm) 
                    begin
                        if (saved_password == i_password) 
                        begin
                            r_trials = 0;
                            next_state = VERIFY_SUCCESS;
                        end 
                        else 
                        begin
                            r_trials = o_trials + 1;
                            next_state = VERIFY_FAIL;
                        end
                    end 
                    else 
                    begin
                        r_trials = o_trials;
                        next_state = current_state;
                    end
                end
                VERIFY_SUCCESS: 
                begin
                    r_correct = 1;
                    r_incorrect = 0;
                    if (i_switch) 
                    begin
                        r_trials = 0;
                        r_correct = 0;
                        next_state = INITIAL_SET;
                    end 
                    else 
                    begin
                        r_trials = 0;
                        r_correct = 0;
                        next_state = VERIFY;
                    end
                end
                VERIFY_FAIL: 
                begin
                    r_correct = 0;
                    r_incorrect = 1;
                    if (o_trials == 2'd3) 
                    begin
                        r_trials = o_trials;
                        next_state = FREEZE;
                    end 
                    else if (i_confirm) 
                    begin
                        if (saved_password == i_password) 
                        begin
                            r_trials = 0;
                            next_state = VERIFY_SUCCESS;
                        end 
                        else 
                        begin
                            r_trials = o_trials + 1;
                            next_state = VERIFY_FAIL;
                        end
                    end 
                    else 
                    begin
                        r_trials = o_trials;
                        next_state = current_state;
                    end
                end
                FREEZE: 
                begin
                    r_correct = 0;
                    r_incorrect = 1;
                    r_trials = 3;
                    next_state = current_state;
                end
                default: 
                begin
                    r_correct = 1'bx;
                    r_incorrect = 1'bx;
                    r_trials = 2'bxx;
                    next_state = 3'bxxx;
                end
            endcase
        end
    end
    assign o_state = current_state;
endmodule
`timescale 1ns / 1ps
module security_lock_top(
    i_digit,
    i_confirm_getter,
    i_confirm_FSM,
    i_hard_reset,
    i_switch,
    i_enable_display,
    i_clk,
    o_LED_correct,
    o_LED_incorrect,
    o_trials_7seg,
    o_pass_7seg_0,
    o_pass_7seg_1,
    o_pass_7seg_2,
    o_input_7seg,
    o_state_7seg
);
    input [3:0] i_digit;
    input i_confirm_getter;
    input i_confirm_FSM;
    input i_hard_reset;
    input i_switch;
    input i_enable_display;
    input i_clk;
    output o_LED_correct;
    output o_LED_incorrect;
    output [6:0] o_trials_7seg;
    output [6:0] o_pass_7seg_0;
    output [6:0] o_pass_7seg_1;
    output [6:0] o_pass_7seg_2;
    output [6:0] o_input_7seg;
    output [6:0] o_state_7seg;
    wire [11:0] password;
    wire correct;
    wire incorrect;
    wire [1:0] trials;
    wire i_confirm_getter_pe;
    wire i_confirm_FSM_pe;
    wire i_hard_reset_pe;
    wire i_switch_pe;
    wire [2:0] state;
    parameter CLK_IN = 50_000_000;
    password_getter_sync PG(
        .i_digit(i_digit),
        .i_confirm(i_confirm_getter_pe),
        .i_clk(i_clk),
        .i_reset(i_hard_reset),
        .o_password(password)
    );
    security_lock_FSM FSM(
        .i_password(password),
        .i_confirm(i_confirm_FSM_pe),
        .i_switch(i_switch_pe),
        .i_reset(i_hard_reset_pe),
        .i_clk(i_clk),
        .o_correct(correct),
        .o_incorrect(incorrect),
        .o_trials(trials),
        .o_state(state)
    );
    password_decoder PD(
        .i_password(password),
        .i_en(i_enable_display),
        .o_7seg_0(o_pass_7seg_0),
        .o_7seg_1(o_pass_7seg_1),
        .o_7seg_2(o_pass_7seg_2)
    );
    led7_decoder LD_inp(
        .i_en(1'b1),
        .i_binary(i_digit),
        .o_7seg(o_input_7seg)
    );
    led7_decoder LD_trials(
        .i_en(1'b1),
        .i_binary(2'b11 - trials),
        .o_7seg(o_trials_7seg)
    );
    state_decoder SD(
        .i_state(state),
        .o_7seg(o_state_7seg)
    );
    LED_blinker #(.CLK_IN(CLK_IN), .FREQ_OUT(1)) LED_R(
        .i_clk(i_clk),
        .i_en(incorrect),
        .i_reset(i_hard_reset),
        .o_blink(o_LED_incorrect)
    );
    LED_blinker #(.CLK_IN(CLK_IN), .FREQ_OUT(5)) LED_G(
        .i_clk(i_clk),
        .i_en(correct),
        .i_reset(i_hard_reset),
        .o_blink(o_LED_correct)
    );
    posedge_detector PD0(
        .i_sig(i_confirm_getter),
        .i_clk(i_clk),
        .o_pe(i_confirm_getter_pe)
    );
    posedge_detector PD1(
        .i_sig(i_confirm_FSM),
        .i_clk(i_clk),
        .o_pe(i_confirm_FSM_pe)
    );
    posedge_detector PD2(
        .i_sig(i_switch),
        .i_clk(i_clk),
        .o_pe(i_switch_pe)
    );
    posedge_detector PD3(
        .i_sig(i_hard_reset),
        .i_clk(i_clk),
        .o_pe(i_hard_reset_pe)
    );
endmodule
`timescale 1ns / 1ps
module state_decoder(
    i_state,
    o_7seg
);
    input [2:0] i_state;
    output reg [6:0] o_7seg;
    always @ (i_state) begin
        case (i_state)
            3'b000: o_7seg = 7'b0010010;
            3'b001: o_7seg = 7'b1000001;
            3'b010: o_7seg = 7'b1000001;
            3'b011: o_7seg = 7'b1000001;
            3'b101: o_7seg = 7'b0001110;
            default: o_7seg = 7'b1111111;
        endcase
    end
endmodule
```
`flow/run.sh`:
```
#!/bin/bash
# OpenROAD 26Q1-2900-gdf79404cd8, Yosys 0.63+post, stock flow scripts
make -C /OpenROAD-flow-scripts/flow DESIGN_CONFIG=/design/flow/config.mk WORK_HOME=/design/flow/orfs finish
```
==> results.toml <==
# synthesis and place-and-route metrics
[flow_run]
drv_cap = 0
tool_warnings = 62

[finish]
final_cell_mix = "dfxtp_1, clkdlybuf4s50_1, conb_1"
layout_top_cell = "dfxtp_1"
synthToLayoutAreaGrowth_pct = 22.09
final_core_util = 0.5026
drive_gt1_frac = 0.1235

[final_timing]
fmax_mhz = 378.9
clock_skew_ns = 0.003933
hold_viol_final = 0
tightest_slew_ns = 0.7684
period_used_share = 0.9774
fin_setup_tns_ns = 0
drv_slew = 0
setup_violations = 0
period_minus_slack_ns = 2.639
untimed_endpoints = 12
rsz0062_at_grt = "no"
slew_headroom = 0.4870
unclocked_pins = 12

[logic_synthesis]
avgSynthCellArea_um2 = 9.023
edf_count = 0
flop_cell = "dfxtp_1"
yosys-top-cells-area = "dfxtp_1, ha_1, buf_4"
yosys_area_mm2 = 0.004701
netlist_area_mm2 = 0.004701
synth_cell_types = 58
synth_flops = 90
yosysWarnings = 32
yosys-stat-cells = 521
async_reset_ff_frac = 0
syn_inst = 521
synth_area_leader_cell = "dfxtp_1"
top_cell_area_share = 0.3322

[critical_path]
slowest_delay_ns = 0.47
critPathArrivalTime_ns = 2.10
crit_fanout = 4
crit_path_end = "HEX4[0]"
end_kind = "output port"
crit_type = "in -> out"
worstReg2RegStart = "TOP.PD0.sig_delayed$_DFF_P_"
worstPathRequired_ns = 2.16
reg2reg_to = "TOP.PD.D2.value_7seg[3]$_DFF_P_"
ff2ff_path_depth = 5
critPathSlowestCell = "clkdlybuf4s50_1"
crit_chain = "dlygate4sd2_1 > inv_2 > ha_4 > nor2b_1 > or3b_2 > o21ai_1 > clkdlybuf4s50_1"
rrSetupSlack_ns = 0.45
critPathLaunchType = "primary input"
critPathLaunch = "SW[1]"

[clocking]
clock-root-buffer = "clkbuf_16"
cts_tree = "built"
clk_path_buf_depth = 2
cts_buffers = 9
h-tree-depth = 3
cts.reportedPaths.clkPinSlew_ns = 0.06
postCtsHoldBufs = 0
insertion_delay_ns = 0.33

[route]
vias = 3659
detail-route-antenna-nets = 0
first_iter_violations = 137
drt_wl_total_mm = 8.730
drc = 0
post_drt_wl_per_cell_um = 11.77
antennaDiodeCount = 0
viasPerCell = 4.931
dr.pass1.iters = 4

[worst_hold_path]
min_path_type = "reg -> reg"

[power_and_ir_drop]
power.switching_mw = 0.6148
power_leakage_nw = 2.330
power_switching_share = 0.2286
power.density_mw_per_mm2 = 468.5
pwr-share-comb = 0.134
power.internal_mw = 2.074
seqPwrFrac = 0.462
ir_worst_vdd_mv = 0.2501
p_clk_frac = 0.404

[global_routing]
grt_overflow = 0
grt_max_degree = 26
grtUsageTotal = 0.1492
antenna_found_initial = 0
grt_pass1_wl_mm = 15.28
grt_pass1_vias = 3344

[floorplanning]
design.core.area_mm2 = 0.01142
fp.dieH_um = 110.4
chipArea_mm2 = 0.01219
fp-utilization = 0.4117
fp.dieW_um = 110.4
core.rowCount = 39
ioPinCount = 91

[placement]
gp_congestion = 0.8299
hpwlAfterDp_mm = 6.209
numPortBuffers = 51

[run_status]
outcome = "finished clean"
[registers in the layout (all words and copies together) (netlist names)]
| register | cells |
|---|---|
| TOP.FSM.current_state | 5 |
| TOP.FSM.o_incorrect | 1 |
| TOP.FSM.o_trials | 2 |
| TOP.FSM.saved_password | 12 |
| TOP.LED_R.cnt | 32 |
| TOP.LED_R.hz_out | 1 |
| TOP.PD.D1.value_7seg | 7 |
| TOP.PD.D2.value_7seg | 7 |
| TOP.PD.D3.value_7seg | 7 |
| TOP.PD0.sig_delayed | 1 |
| TOP.PD1.sig_delayed | 1 |
| TOP.PD2.sig_delayed | 1 |
| TOP.PD3.sig_delayed | 1 |
| TOP.PG.o_password | 12 |
[logic make-up (layout without fill, tap and decap cells)]
kind of cell             count (synthesis)  count (layout)  synth area share
multiplexers                            20              20           0.05403
latches                                 12              12           0.03833
other                                    1              33         0.0007977
XOR/XNOR                                28              28           0.05217
buffers and inverters                   85             131           0.09422
AND/OR/NAND/NOR                        177             177            0.2116
AND-OR/OR-AND                           90              90            0.1368
adder cells (fa/ha/maj)                 30              30           0.07985
flip-flops                              78              78            0.3322
[synthesized netlist by cell type (4+ instances only)]
| library cell | number |
|---|---|
| nand3_1 | 12 |
| or4_1 | 4 |
| nand2b_1 | 23 |
| buf_4 | 32 |
| xnor2_1 | 22 |
| dlxtn_1 | 12 |
| nor2_1 | 32 |
| o21ai_0 | 9 |
| nor4_1 | 6 |
| nor2b_1 | 14 |
| a211oi_1 | 4 |
| nand4_1 | 8 |
| mux2i_1 | 13 |
| ha_1 | 30 |
| mux4_2 | 4 |
| nand2_1 | 26 |
| o21a_1 | 19 |
| or2_2 | 5 |
| and3_1 | 4 |
| dfxtp_1 | 78 |
| o21ai_2 | 6 |
| inv_1 | 31 |
| a22o_1 | 8 |
| clkbuf_1 | 15 |
| a21oi_1 | 13 |
| xor2_1 | 6 |
| or3_1 | 6 |
| nor3_1 | 12 |
| nor3b_1 | 12 |
| o22ai_1 | 8 |
[final cells by class]
type | count | area (um2)
tap | 143 | 178.9
inverter | 34 | 127.6
timing repair buffer | 81 | 760.7
clock inverter | 4 | 22.52
clock buffer | 12 | 246.5
fill | 1025 | 5679
multi-input combinational | 378 | 2661
sequential | 90 | 1742
[power groups by stage]
stage / clock, mW / sequential [mW] / combinational [mW]
CTS: 1.12 / 1.24 / 0.363
global route: 1.17 / 1.25 / 0.403
finish: 1.09 / 1.24 / 0.361
[worst min path at each step]
stage | depth (start not counted) | slack [ns] | from | end
after CTS | 2 | 0.47 | TOP.LED_R.hz_out$_SDFFE_PN0P_ | TOP.LED_R.hz_out$_SDFFE_PN0P_
after global routing | 1 | 0.50 | TOP.LED_R.cnt[0]$_SDFF_PN0_ | TOP.LED_R.cnt[0]$_SDFF_PN0_
final | 1 | 0.47 | TOP.LED_R.cnt[0]$_SDFF_PN0_ | TOP.LED_R.cnt[0]$_SDFF_PN0_
[critical path, delay by kind of cell]
family,cells,cell delay [ns]
fa+ha+maj,1,0.15
simple gates,2,0.49
buf+inv,3,0.84
compound gates,1,0.09
[stage by stage]
stage	hold slack (ns)	area, um2	setup WS (ns)	cells	power, mW
6_report	0.4682	5739	0.06102	742	2.689
5_1_grt	0.4957	5739	0.009863	742	2.824
4_1_cts	0.4706	5720	0.001133	741	2.728
3_5_place_dp	0.4610	5438	-0.2006	725	1.626
3_3_place_gp	0.4484	5438	-0.1926	725	1.622
2_1_floorplan	0.4372	4821	0.3030	553	1.468
[repair_timing]
| item | 4_1_cts | 5_1_grt |
|---|---|---|
| hold endpoints to repair | 0 | 0 |
| cloned | 0 | 0 |
| endpoints found under the setup margin | 6 | 2 |
| setup buffers | 0 | 1 |
| resized | 8 | 5 |
| pin swaps | 0 | 0 |
[routing by layer]
layer | GRT usage | wire length, um
met1 | 0.2302 | 4494
met2 | 0.2311 | 3817
met3 | 0.02294 | 297
met4 | 0.02222 | 120
met5 | 0 | 0
No activity file was given, so power comes from the tool's default toggle rates.
